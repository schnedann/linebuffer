File: ./design.v
module crc(
  input [7:0] data_in,
  input crc_en,
  output [15:0] crc_out,
  input rst,
  input clk);
  reg [15:0] lfsr_q,lfsr_c;
  assign crc_out = lfsr_q;
  always @(*) begin
    lfsr_c[0] = lfsr_q[8] ^ lfsr_q[9] ^ lfsr_q[11] ^ lfsr_q[12] ^ lfsr_q[13] ^ lfsr_q[14] ^ data_in[0] ^ data_in[1] ^ data_in[3] ^ data_in[4] ^ data_in[5] ^ data_in[6];
    lfsr_c[1] = lfsr_q[9] ^ lfsr_q[10] ^ lfsr_q[12] ^ lfsr_q[13] ^ lfsr_q[14] ^ lfsr_q[15] ^ data_in[1] ^ data_in[2] ^ data_in[4] ^ data_in[5] ^ data_in[6] ^ data_in[7];
    lfsr_c[2] = lfsr_q[8] ^ lfsr_q[9] ^ lfsr_q[10] ^ lfsr_q[12] ^ lfsr_q[15] ^ data_in[0] ^ data_in[1] ^ data_in[2] ^ data_in[4] ^ data_in[7];
    lfsr_c[3] = lfsr_q[8] ^ lfsr_q[10] ^ lfsr_q[12] ^ lfsr_q[14] ^ data_in[0] ^ data_in[2] ^ data_in[4] ^ data_in[6];
    lfsr_c[4] = lfsr_q[9] ^ lfsr_q[11] ^ lfsr_q[13] ^ lfsr_q[15] ^ data_in[1] ^ data_in[3] ^ data_in[5] ^ data_in[7];
    lfsr_c[5] = lfsr_q[8] ^ lfsr_q[9] ^ lfsr_q[10] ^ lfsr_q[11] ^ lfsr_q[13] ^ data_in[0] ^ data_in[1] ^ data_in[2] ^ data_in[3] ^ data_in[5];
    lfsr_c[6] = lfsr_q[8] ^ lfsr_q[10] ^ lfsr_q[13] ^ data_in[0] ^ data_in[2] ^ data_in[5];
    lfsr_c[7] = lfsr_q[9] ^ lfsr_q[11] ^ lfsr_q[14] ^ data_in[1] ^ data_in[3] ^ data_in[6];
    lfsr_c[8] = lfsr_q[0] ^ lfsr_q[10] ^ lfsr_q[12] ^ lfsr_q[15] ^ data_in[2] ^ data_in[4] ^ data_in[7];
    lfsr_c[9] = lfsr_q[1] ^ lfsr_q[11] ^ lfsr_q[13] ^ data_in[3] ^ data_in[5];
    lfsr_c[10] = lfsr_q[2] ^ lfsr_q[12] ^ lfsr_q[14] ^ data_in[4] ^ data_in[6];
    lfsr_c[11] = lfsr_q[3] ^ lfsr_q[8] ^ lfsr_q[9] ^ lfsr_q[11] ^ lfsr_q[12] ^ lfsr_q[14] ^ lfsr_q[15] ^ data_in[0] ^ data_in[1] ^ data_in[3] ^ data_in[4] ^ data_in[6] ^ data_in[7];
    lfsr_c[12] = lfsr_q[4] ^ lfsr_q[9] ^ lfsr_q[10] ^ lfsr_q[12] ^ lfsr_q[13] ^ lfsr_q[15] ^ data_in[1] ^ data_in[2] ^ data_in[4] ^ data_in[5] ^ data_in[7];
    lfsr_c[13] = lfsr_q[5] ^ lfsr_q[10] ^ lfsr_q[11] ^ lfsr_q[13] ^ lfsr_q[14] ^ data_in[2] ^ data_in[3] ^ data_in[5] ^ data_in[6];
    lfsr_c[14] = lfsr_q[6] ^ lfsr_q[8] ^ lfsr_q[9] ^ lfsr_q[13] ^ lfsr_q[15] ^ data_in[0] ^ data_in[1] ^ data_in[5] ^ data_in[7];
    lfsr_c[15] = lfsr_q[7] ^ lfsr_q[8] ^ lfsr_q[10] ^ lfsr_q[11] ^ lfsr_q[12] ^ lfsr_q[13] ^ data_in[0] ^ data_in[2] ^ data_in[3] ^ data_in[4] ^ data_in[5];
  end  
  always @(posedge clk, posedge rst) begin
    if(rst) begin
      lfsr_q <= {16{1'b1}};
    end
    else begin
      lfsr_q <= crc_en ? lfsr_c : lfsr_q;
    end
  end  
endmodule  
File: ./run.sh
#!/bin/bash
# OpenROAD 26Q1-2900-gdf79404cd8, Yosys 0.63+post, stock flow scripts
make -C /OpenROAD-flow-scripts/flow DESIGN_CONFIG=/design/flow/config.mk WORK_HOME=/design/flow/orfs finish
File: ./config.mk
export PLATFORM = sky130hd
export DESIGN_NAME = crc
export DESIGN_NICKNAME = crc
export VERILOG_FILES = /design/flow/design.v
export SDC_FILE = /design/flow/constraint.sdc
export NUM_CORES = 4
export LEC_CHECK = 1
export CORE_UTILIZATION = 40
File: ./constraint.sdc
current_design crc

set clk_period 2.1
set clk_io_pct 0.2

create_clock -name clk0 -period $clk_period [get_ports {clk}]

set non_clock_inputs [all_inputs -no_clocks]
set_input_delay [expr $clk_period * $clk_io_pct] -clock clk0 $non_clock_inputs
set_output_delay [expr $clk_period * $clk_io_pct] -clock clk0 [all_outputs]
==> CHANGELOG.md <==
## Implementation

- Synth Register Bits: 16
- First-pass GRT wire length: around 3100 um
- Fmax: 0.515 GHz
- RSZ-0062 raised after global routing: false
- Min-Delay Path Depth: 2
- Yosys Chip Area: ~1100 um^2
- Initial antenna violation count: 0
- Mapped Area: ~1100 um^2
- Late-Pin Clk Latency: about 0.28 ns
- Area Growth Syn to Fin: 38.2%
- Total track usage: between 15 and 20%
- Max reg flops: 16
- CP endpoint kind: flip-flop
- Remaining routing DRC violations: 0
- Total power draw: between 3 and 4 mW
- Yosys warnings: 1
- Placed instance area: around 1400 um^2
- Reg-to-reg setup timing slack: 0.24 ns
- Cell Pwr Density: about 2600 nW/um^2
- Final count of pins violating max slew: 0
- Mean post-synth cell area: about 12 um^2
- Global placement routability congestion: 0.819
- Clock sink count: 16
- Final hold vios: 0
- Max cap viols: 0
- Initial DRC count: 0
- Max-slew headroom: about 58%
- H-tree Lvls: 1
- CORE AREA: roughly 2500 um^2
- Clock slew at reported path FFs: around 0.080 ns
- Drt first pass iters: 1
- Worst Skew: approximately 0.0033 ns
- Min Tclk post-route: 1.94 ns
- Synth Seq Share: between 30% and 40%
- CTS tree: yes
- HPWL after detailed placement: approximately 1400 um
- Setup Buffers After CTS: 0
- Final setup fails: 0
- Layout cells sized above 1: approximately 38%
- I/O pins: 27
- Tool warnings: 25
- Worst-Margin Slew: around 0.63 ns
- Die width: 53.5 um
- Outcome: complete, no violations
- Vias in the first global route: ~700
- Registers with the most flip-flops: lfsr_q x16
- Cells after Synth: between 80 and 90
- Unique cell types: 13
- Hold EP: lfsr_q[4]
- CP required: 2.31 ns
- Fp_density: between 40% and 50%
- Worst vdd ir: ~1.5 mV
- WL final: between 1500 and 2000 um
- Final Cell Area: roughly 1500 um^2
- Deepest clock path buffer count: 2
- R2R depth: 5
- # hold bufs at CTS: 0
- Remaining Overflow, GRT: 0
- Worst R2R End: lfsr_q[11]
- Largest Register: lfsr_q
- Die height: 53.5 um
- Hold_sp: lfsr_q[4]
- Resized cells post-CTS: 0
- Largest net degree at the start of global routing: 25
- Ant. Diodes: 0
- Setup_tns: 0 ns
- Critical Setup Path Class: input pin to flip-flop
- Crit Path Max Fanout: 2
- HP Class: flip-flop to flip-flop
- Rows: 18
- Startpoint types: input pin
- Leakage Power: roughly 0.57 nW
- CP arrival: 2.15 ns
- DIE AREA: 2860 um^2
- Number of I/O port buffers: 26
- Vias per cell: between 4 and 5
- Vias: a little under 700
- Yosys stat cell total: 88
- CTS Root Cell: clkbuf_4
- DR WL/cell: 11.7 um
- CTS buffer count: 3
- FF-to-FF Start: lfsr_q[9]
- Tcrit/Tclk final: 92.4%
- Routed Antenna Nets: 0
## cells in the mapped netlist, drive strengths merged
| cell type | number | share of area, % |
|---|---|---|
| nor2b | 1 | 0.83 |
| xnor2 | 40 | 38 |
| nor2 | 8 | 2.8 |
| dfstp | 16 | 40 |
| mux2 | 7 | 7.4 |
| inv | 1 | 0.35 |
| buf | 1 | 0.47 |
| xor2 | 2 | 1.7 |
| xnor3 | 2 | 4.4 |
| clkbuf | 2 | 0.71 |
| a21oi | 8 | 3.8 |
## cell usage in the layout (no fill, tap or decap), drive strengths merged
cell | Yosys | routed
dfstp | 16 | 16
xnor3 | 2 | 2
buf | 1 | 13
mux2 | 7 | 7
inv | 1 | 1
nor2b | 1 | 1
xnor2 | 40 | 40
a21oi | 8 | 8
clkdlybuf4s50 | 0 | 26
clkbuf | 2 | 3
nor2 | 8 | 8
xor2 | 2 | 2
## how the worst max path moves through the flow
stage | from | to | slack (ns) | cells past startpoint
after CTS | data_in[1] | lfsr_q[11] | 0.16 | 6
after global routing | data_in[0] | lfsr_q[11] | 0.11 | 6
final | data_in[1] | lfsr_q[11] | 0.16 | 6
## critical path: stages
cell	delay, ns
clkdlybuf4s50_1	0.50
xnor2_2	0.13
xnor3_2	0.45
xnor3_1	0.35
nor2b_2	0.13
xor2_1	0.17
## through the flow
| stage | setup WS [ns] | util, % | std cells | hold WS [ns] |
|---|---|---|---|---|
| floorplan | 0.251 | - | 88 | 0.473 |
| global placement | -0.0840 | 57.8 | 154 | 0.490 |
| detailed placement | -0.119 | 57.8 | 154 | 0.494 |
| CTS | 0.160 | 58.7 | 157 | 0.510 |
| global route | 0.106 | 58.7 | 157 | 0.515 |
| finish | 0.160 | 58.7 | 157 | 0.504 |
## per-layer routing
| layer | vias up | GRT usage, % | share of wire, % |
|---|---|---|---|
| met5 | - | 0 | 0 |
| met4 | 0 | 1.32 | 0.55 |
| met3 | 2 | 4.08 | 5.4 |
| met2 | 19 | 24.0 | 44 |
| met1 | 311 | 24.7 | 50 |
| li1 | 363 | - | - |
## report_power, final
group	switching, mW	leakage, nW	total (mW)	internal [mW]
logic	1.03	0.390	2.81	1.77
clock network	0.0898	0.0138	0.156	0.0665
registers	0.156	0.168	0.781	0.625
total	1.28	0.573	3.74	2.46
## cell families (layout without fill, tap and decap cells)
logic type	Yosys count	count (layout)	synth area share (%)
XOR/XNOR	44	44	44.0
multiplexers	7	7	7.43
flip-flops	16	16	39.6
AND/OR/NAND/NOR	9	9	3.66
AND-OR/OR-AND	8	8	3.77
buffers and inverters	4	43	1.53
## layout make-up
type,instances,area [um^2]
Multi-Input combinational cell,68,624
Sequential cell,16,420
Tap cell,30,37.5
Fill cell,228,1030
Inverter,1,3.75
Timing Repair Buffer,39,358
Clock buffer,3,22.5
No activity file was given, so power comes from the tool's default toggle rates.
